## config.mk

```make
export PLATFORM = sky130hd
export DESIGN_NAME = cp0
export DESIGN_NICKNAME = cp0
export VERILOG_FILES = /design/flow/design.v
export SDC_FILE = /design/flow/constraint.sdc
export NUM_CORES = 4
export LEC_CHECK = 1
export CORE_UTILIZATION = 30
```

## design.v

```verilog
`timescale 1ns / 1ps
module cp0(
    input [4:0] ar,
    input [4:0] aw,
    input [31:0] Din,
    input [31:0] pc,
    input [6:2] exccode,
    input [5:0] HWInt,
    input EXLSet,
    input EXLClr,
    input clk,
    input reset,
    output IntReq,
    output [31:2] EPC,
    output [31:0] Dout,
	 input [31:0]instr,
	 input branch,
	 output exl
    );
	 reg [31:2]epc;	 
	 reg [15:10] hwint_pend ;  
	 reg [31:0]prid;
	 wire [31:0]cause;
	 wire We;	 	 
	 wire [31:0]SR;						  
	 reg [15:10]im;
	 reg exl,ie;							  
	 reg register;
	 assign We=instr[31:21]==11'b01000000100 && instr[10:0]==0;     
	 initial begin
			epc<=0;
			im<=0;
			exl<=0;
			ie<=0;
			hwint_pend<=0;
			prid<=32'h12345678;
			register<=0;
	 end
	 assign EPC=epc;
	 assign SR={{16'b0},im,{8'b0},exl,ie};
	 assign cause={{16'b0},hwint_pend,{10'b0}};
	 assign Dout=  ar==12 ? SR :
						ar==13 ? cause :
						ar==14 ? {epc,{2'b00}} :
						ar==15 ? prid : 0;
	 assign IntReq = (|(HWInt[5:0] & im[15:10])) & ie & !exl ; 
	 always@(posedge clk)begin
		if(reset)begin
			epc<=0;
			im<=0;
			exl<=0;
			ie<=0;
			hwint_pend<=0;
		end
		else begin if(branch) epc<=pc[31:2];
		else if(We)begin
			case(aw)
			12: {im,exl,ie}<={Din[15:10],Din[1],Din[0]};
			14: epc<=Din[31:2];
			default : register<=0;
			endcase
		end
		if(EXLSet) exl<=1;
		if(EXLClr) exl<=0;
		hwint_pend<=HWInt;
		end
	 end
endmodule
```

## constraint.sdc

```tcl
current_design cp0

set clk_period 5.4
set clk_io_pct 0.2

create_clock -name clk0 -period $clk_period [get_ports {clk}]

set non_clock_inputs [all_inputs -no_clocks]
set_input_delay [expr $clk_period * $clk_io_pct] -clock clk0 $non_clock_inputs
set_output_delay [expr $clk_period * $clk_io_pct] -clock clk0 [all_outputs]
```

## run.sh

```bash
#!/bin/bash
# OpenROAD 26Q1-2900-gdf79404cd8, Yosys 0.63+post, stock flow scripts
make -C /OpenROAD-flow-scripts/flow DESIGN_CONFIG=/design/flow/config.mk WORK_HOME=/design/flow/orfs finish
```

==> results.yml <==
# generated from flow reports
run_status:
  outcome: "completed"
floorplanning:
  die_height_um: 96.8
  dieArea_sq_um: 9360
  floorplanUtilization_pct: 30.9
  coreArea_sq_um: 8720
  cell_row_count: 34
  design.portCount: 186
  die_w_um: 96.8
placement:
  port-buffer-count: 168
  gpl.final_weighted_congestion: 0.769
  dp.final_hpwl_um: 6150
yosys:
  synthDominantAreaCellType: "dfxtp_1"
  syn_avg_cell_area_sq_um: 9.16
  post_synth_main_area_contributors: "dfxtp_1 33%, mux2_4 11%, mux2i_1 10%, nor2b_1 8.1%, nor2_1 5.4%"
  ys_seq_share_pct: 32.7
  ys_cells: 294
  ys_area_sq_um: 2690
  synthesis.yosys.warnings: 1
  dominant_flop_cell: "dfxtp_1"
  yosys-top-cells-count: "44 x dfxtp_1, 39 x nor2_1, 35 x nor2b_1"
  netlist.top_cell.by_instances: "dfxtp_1"
  postSynthCellCount: 294
  numSynthFlops: 44
  yosysTopAreaCellShare_pct: 32.7
  edf_count: 0
  synth.lib_cells_used.distinct: 37
  synthesis.area_sq_um: 2690
  asyncSetResetFlopFracSynth_pct: 0
clock_network:
  clockBufferDepth: 2
  cts.repair.resized: 0
  post-cts-setup-buffers: 0
  cts_hold_buffers: 0
  library_cell_used_as_clock_root_buffer: "clkbuf_8"
  insertion_delay_at_the_late_pin_of_the_worst_skew_pair_ns: 0.29
  clock_sink_count: 44
  tritoncts_clock_tree: "built"
  cts-buffers-inserted: 5
  cts-htree-levels: 2
  cts.reportedPaths.clkPinSlew_ns: 0.09
drt:
  detail_route.drc_violations: 0
  via_count: 2640
  wl_per_cell_um: 14.4
  drt-pass1-iter-count: 4
  antenna_cells: 0
  initialDrtViolationCount: 73
  routed_wl_um: 8110
  route.antenna.remaining_nets: 0
  post_drt_via_cell_ratio: 4.70
global_routing:
  grtUsageTotal_pct: 17.0
  largest_net_degree_at_the_start_of_global_routing: 65
  grt_pass1_wl_um: 12800
  grt-ovfl-total: 0
  grt_pass1_vias: 2567
  antenna_found_initial: 0
pwr:
  swShare_pct: 24.3
  largest_vdd_supply_drop_mv: 0.0869
  pwr-share-comb_pct: 25.2
  p_leak_nw: 1.81
  switching_power_uw: 187
  power_density_over_the_cells_nw_per_um2: 171
  internal-power_uw: 585
  share_clk_of_total_power_pct: 28.7
  power.sequential.fraction_pct: 46.0
worst_setup_path:
  timing.critical_path.to: "Dout[3]"
  setup.worst_path.start_class: "input pin"
  path_class: "input pin to primary output"
  worst-r2r-cell-count: 2
  worstReg2RegEnd: "epc[26]"
  crit_path_max_fanout: 14
  ff2ff_setup_slack_ns: 4.54
  worst_setup_path_end_kind: "primary output"
  cp.required_ns: 4.32
  crit_path_arrival_time_ns: 3.16
  rr_startpoint: "epc[26]"
  critical_path_start: "ar[0]"
timing:
  fin_worst_hold_slack_ns: 0.494
  final.min_clock_period_ns: 4.24
  worst_clock_skew_ns: 0
  timing.final.setup_violations: 0
  achievable-frequency_mhz: 236
  hold_vio_cnt_final: 0
  rsz0062_at_grt: "false"
  drv_slew: 0
  final_min_period_over_clock_period_pct: 78.6
  final.setup.tns_ns: 0
  relSlewSlack_pct: 49.2
  tightestPinTransition_ns: 0.759
finish:
  drive_above_1_share_pct: 10.4
  final_core_util_pct: 51.9
  flow.area_growth_from_synthesis_pct: 68.1
worst_hold_path:
  holdCritPathClass: "flip-flop to flip-flop"
run:
  warnings: 42
  maxCapViolCount: 0
-- flip-flops by register name (all words and copies together) (netlist names) --
register,flops
ie,1
im,6
hwint_pend,6
exl,1
epc,30
-- routing by layer --
| metal | wire length [um] | part of all wire (%) | track usage (%) |
|---|---|---|---|
| met1 | 3690 | 45 | 24.7 |
| met2 | 3750 | 46 | 27.4 |
| met3 | 612 | 7.5 | 3.97 |
| met4 | 62 | 0.76 | 1.15 |
| met5 | 0 | 0 | 0 |
-- cell usage in the layout (no fill, tap or decap), drive strengths merged, types with 2 or more instances in the layout --
master / synthesis / layout
nor4: 3 / 3
clkinvlp: 0 / 2
dfxtp: 44 / 44
mux2: 24 / 24
nand4: 10 / 10
clkdlybuf4s50: 0 / 166
a22oi: 3 / 3
nor2b: 35 / 35
and2: 20 / 20
nor2: 40 / 40
a211oi: 3 / 3
buf: 12 / 7
mux2i: 27 / 27
a21oi: 10 / 10
nor3: 9 / 9
a21o: 10 / 10
nor4b: 5 / 5
nand2: 7 / 7
a311o: 6 / 6
clkbuf: 9 / 6
o21ai: 7 / 7
-- cell type report --
class	count	area [sq um]
fillers	792	4190
repair buffers	173	1710
multi-input cells	228	1700
flip-flops and latches	44	881
well taps	108	135
clock buffers	6	82.6
clock inverters	2	15.0
inverters	1	3.75
-- through the flow --
stage | worst slack [ns] | power (mW) | cell area, sq um | cells
after CTS | 1.11 | 0.783 | 4530 | 562
final | 1.16 | 0.772 | 4530 | 562
after floorplan | 2.26 | 0.433 | 2690 | 294
after global routing | 0.972 | 0.811 | 4530 | 562
after detailed placement | 1.12 | 0.559 | 4430 | 554
after global placement | 1.10 | 0.558 | 4430 | 554
-- worst min-delay path by stage --
| stage | start | end | slack (ns) | depth (start not counted) |
|---|---|---|---|---|
| finish | im[10] | im[10] | 0.49 | 2 |
| global route | im[12] | im[12] | 0.53 | 2 |
| CTS | im[10] | im[10] | 0.50 | 2 |
-- worst max-delay path: stages --
cell	delay [ns]
clkdlybuf4s50_1	0.78
nand2_1	0.10
nor2_1	0.39
buf_4	0.25
a21o_1	0.09
clkdlybuf4s50_1	0.47
-- power groups by stage --
stage / logic [mW] / clock network [mW] / registers, mW
final: 0.195 / 0.222 / 0.356
after global routing: 0.211 / 0.241 / 0.358
after CTS: 0.197 / 0.230 / 0.356
-- cell families after synthesis --
logic type             Yosys count  share of synthesized area (%)
and+or+nand+nor                135                           29.0
DFF                             44                           32.7
muxes                           51                           22.9
AOI/OAI and AO/OA               42                           11.3
buffers and inverters           22                           4.09
Power and IR drop assume default switching activity.
