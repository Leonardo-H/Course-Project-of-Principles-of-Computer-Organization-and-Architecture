==> ./design.v <==
`timescale 1ns / 1ps
module ID_EX(
    input clk,
    input reset,
	 input clr,
    input [31:0] instrD,
    output [31:0] instrE,
    input [31:0] extimmD,
    output [31:0] extimmE,
	 input [31:0]Reg1_D,
	 output [31:0]Reg1_E,
	 input [31:0]Reg2_D,
	 output [31:0]Reg2_E,
	 input [31:0] pc8D,
	 output [31:0]pc8E,
	 input intclr
    );
	 reg [31:0]instrE,extimmE,Reg1_E,Reg2_E,pc8E;
	 initial begin
		instrE<=0;
		extimmE<=0;
		Reg1_E<=0;
		Reg2_E<=0;
		pc8E<=0;
	 end
	 assign eretD=instrD==32'h42000018;
	 always@(posedge clk)begin
		if(reset||clr||intclr&&!eretD)begin
			instrE<=0;
			extimmE<=0;
			Reg1_E<=0;
			Reg2_E<=0;
		end
		else begin
			instrE<=instrD;
			extimmE<=extimmD;
			Reg1_E<=Reg1_D;
			Reg2_E<=Reg2_D;
			pc8E<=pc8D;
		end
	 end
endmodule
==> ./run.sh <==
#!/bin/bash
# OpenROAD 26Q1-2900-gdf79404cd8, Yosys 0.63+post, stock flow scripts
make -C /OpenROAD-flow-scripts/flow DESIGN_CONFIG=/design/flow/config.mk WORK_HOME=/design/flow/orfs finish
==> ./config.mk <==
export PLATFORM = sky130hd
export DESIGN_NAME = ID_EX
export DESIGN_NICKNAME = ID_EX
export VERILOG_FILES = /design/flow/design.v
export SDC_FILE = /design/flow/constraint.sdc
export NUM_CORES = 4
export LEC_CHECK = 1
export CORE_UTILIZATION = 30
==> ./constraint.sdc <==
current_design ID_EX

set clk_period 8.5
set clk_io_pct 0.2

create_clock -name clk0 -period $clk_period [get_ports {clk}]

set non_clock_inputs [all_inputs -no_clocks]
set_input_delay [expr $clk_period * $clk_io_pct] -clock clk0 $non_clock_inputs
set_output_delay [expr $clk_period * $clk_io_pct] -clock clk0 [all_outputs]
==> deck_impl_summary.md <==
Key Metrics from the Run

Run status
  – Status: completed

Die
  – IO Pins: 324
  – Die y size: 126.9 um
  – Die Footprint: 16100 um2
  – Die Width: 126.9 um
  – Floorplan Utilization: 0.3078
  – Row count: 45
  – Core area: 15200 um2

Power and ir drop
  – Leakage: 3.574 nW
  – Pwr Density: 197.5 nW/um2
  – Max VDD drop: 0.1623 mV

CTS
  – Root Driver: clkbuf_16
  – CTS Hold Buffers Added: 0
  – Htree depth: 4
  – Maximum buffer depth of the clock tree: 2
  – Reg clk slew, reported paths: 0.06 ns
  – Postcts setup bufs: 0
  – Post-cts gate resize count: 0
  – CTS buffer count: 17
  – Clock Sink Count: 160
  – CTS tree: built

Layout
  – Top cell excl fill/tap: clkdlybuf4s50_1
  – Most frequent cells in the layout: 323 x clkdlybuf4s50_1, 128 x dfxtp_1, 91 x and3_2
  – Final-layout fill cell count: 1213
  – Layout area overhead: 84.63%
  – Fin util: 0.5683
  – Share of cells above drive strength 1: 0.1909

STA
  – Min Hold Slack: 1.839 ns
  – RSZ-0062 raised after global routing: no
  – Crit path time final: 4.274 ns
  – Relative slew slack: 0.4415
  – Max Fclk: 234.0 MHz
  – Final hold violations: 0
  – Fin. max-slew vios: 0
  – Setup_tns: 0 ns
  – Worst-Margin Slew: 0.8345 ns
  – Cycle use final: 0.5029
  – Setup Viol. Count Final: 0

Worst setup path
  – Worst path cell trace: clkdlybuf4s50_1 -> nor4_1 -> nand4_1 -> o21ai_4 -> buf_4 -> and3_2
  – Critical path class: in -> reg
  – CP Launch Type: input port
  – Arrival time at the worst endpoint: 4.62 ns
  – Max incr delay on CP: 0.70 ns
  – CP max stage cell: o21ai_4
  – Data required, critical path: 8.85 ns
  – Setup crit end kind: flop
  – CP max FO: 85

Global routing
  – Grt ovf: 0
  – All-layer global routing usage: 0.1817
  – Global-route wire length before repair: 21.03 mm
  – Vias in the first global route: 3547
  – Largest net degree at the start of global routing: 86
  – Initial antenna violation count: 0

Place
  – GP Congestion: 0.8207
  – DP Wirelength: 10.49 mm
  – Port bufs: 323

Detailed routing
  – Wire per inst: 17.03 um
  – DR pass1 iterations: 4
  – Detailed Route WL: 14.44 mm
  – Vias per Instance: 4.362
  – Final ANT Viol Nets: 0
  – Drt drc: 0
  – Top routing layer used: met4
  – Vias: 3699
  – Antenna Cells: 0
  – Met2 wire length: 7.054 mm
  – 1st-iter DRT viols: 134
  – Met1 wire length: 5.805 mm
  – Met3 wire length: 1.403 mm

Synth
  – Synth Seq Share: 0.7529
  – Synth top area share: 0.5476
  – Synthesized cell area: 4679 um2
  – Cells in synth_stat.txt: 329
  – Synthesis Warnings: 2
  – Post-Syn Instances: 329
  – Distinct lib cells used: 15
  – Registers, synthesis: 160
  – Post-synth top area cell: dfxtp_1
  – Syn avg cell area: 14.22 um2
  – Yosys chip area: 4679 um2
  – Cell area leaders: dfxtp_1 55%, edfxtp_1 21%, and3_2 15%

Job
  – Max Cap Viol: 0
  – Tool Warnings: 25

Hold path
  – Hold path endpoint: pc8E[19]$_DFFE_PN_
  – Hold Crit Depth: 1
  – Min-delay src: pc8D[19]
  – Hold Path Class: in -> reg
==> synthesized netlist by cell type <==
library cell,n
and2_1,1
and3_1,37
and3_2,91
buf_6,2
clkbuf_1,14
clkbuf_2,11
dfxtp_1,128
dlygate4sd1_1,1
edfxtp_1,32
nand4_1,2
nor2_1,1
nor4_1,5
nor4b_2,2
nor4bb_1,1
o21ai_2,1
==> per-stage QoR <==
stage | total power, W | worst slack, ns | std cells | instance area (um2)
after global routing | 0.001775 | 3.998 | 848 | 8640
after detailed placement | 0.0009712 | 3.790 | 816 | 8054
after CTS | 0.001724 | 4.200 | 848 | 8640
after floorplan | 0.0008425 | 4.720 | 329 | 4679
after global placement | 0.0009701 | 3.874 | 816 | 8054
final | 0.001706 | 4.226 | 848 | 8640
==> worst max-delay path: cells and delay by family <==
kind                   cells  cell delay, ns
buffers and inverters      2            1.14
and+or+nand+nor            3            1.01
AOI/OAI and AO/OA          1            0.70
==> cells by family (layout without fill, tap and decap cells) <==
kind of cell           count (synthesis)  count (layout)  share of synthesized area
DFF                                  160             160                     0.7529
and+or+nand+nor                      140             140                     0.2155
buffers and inverters                 28             359                    0.02968
AOI/OAI and AO/OA                      1               1                   0.001872
==> layout make-up <==
class,instances,area (um2),area share
clock buffers,20,446.7,0.05170
clock inverters,12,138.9,0.01608
multi-input cells,141,1032,0.1195
flip-flops and latches,160,3523,0.4078
well taps,188,235.2,0.02723
repair buffers,327,3263,0.3777
==> state kept, by name, summed over array words and instances, names as in the netlist <==
name     count
instrE      32
extimmE     32
Reg1_E      32
pc8E        32
Reg2_E      32
==> how the worst max path moves through the flow <==
stage	start	slack, ns	to	cells after the start
6_report	instrD[11]	4.23	Reg1_E[30]$_SDFF_PP0_	6
5_1_grt	instrD[4]	4.00	instrE[13]$_SDFF_PP0_	6
4_1_cts	instrD[4]	4.20	Reg1_E[30]$_SDFF_PP0_	6
==> power breakdown <==
group | total, W | internal [W] | switching [W]
registers | 0.000804 | 0.000798 | 0.00000565
logic | 0.000151 | 0.000113 | 0.0000375
clock network | 0.000751 | 0.000466 | 0.000285
==> metal layers <==
layer	vias to the layer above	track usage
met5	-	0
met4	0	0.02171
met3	12	0.07306
met2	176	0.2986
met1	1714	0.2388
li1	1797	-
Power figures rest on the tool's default switching activity, not on a simulated workload.
